==> design/flow/config.mk <==
export PLATFORM = sky130hd
export DESIGN_NAME = part1
export DESIGN_NICKNAME = part1
export VERILOG_FILES = /design/flow/design.v
export SDC_FILE = /design/flow/constraint.sdc
export NUM_CORES = 4
export LEC_CHECK = 1
export CORE_AREA = 10 10 70 70
export DIE_AREA = 0 0 80 80
==> design/flow/design.v <==
module part1(input logic [3:0] a, b, input logic c_in,
		output logic [3:0] s, c_out);
	FA u0(.ci(c_in), .a(a[0]), .b(b[0]), .co(c_out[0]), .s(s[0]));
	FA u1(.ci(c_out[0]), .a(a[1]), .b(b[1]), .co(c_out[1]), .s(s[1]));
	FA u2(.ci(c_out[1]), .a(a[2]), .b(b[2]), .co(c_out[2]), .s(s[2]));
	FA u3(.ci(c_out[2]), .a(a[3]), .b(b[3]), .co(c_out[3]), .s(s[3]));
endmodule
module FA(input logic ci, a, b,
		output logic co, s);
	assign s = a ^ b ^ ci;
	assign co = (a&b)|(ci&a)|(ci&b);
endmodule
==> design/flow/constraint.sdc <==
current_design part1

set clk_period 3.8
set clk_io_pct 0.2

create_clock -name clk0 -period $clk_period

set non_clock_inputs [all_inputs -no_clocks]
set_input_delay [expr $clk_period * $clk_io_pct] -clock clk0 $non_clock_inputs
set_output_delay [expr $clk_period * $clk_io_pct] -clock clk0 [all_outputs]
==> design/flow/run.sh <==
#!/bin/bash
# OpenROAD 26Q1-2900-gdf79404cd8, Yosys 0.63+post, stock flow scripts
make -C /OpenROAD-flow-scripts/flow DESIGN_CONFIG=/design/flow/config.mk WORK_HOME=/design/flow/orfs finish
==> changes_impl.md <==
### Physical design

- Final hold vios: 0
- Worst-Margin Slew: roughly 0.1 ns
- Met2 WL: roughly 110 um
- Power share of the combinational group: 1.000
- Outcome: completed
- PortBufs: 17
- Cell family with most CP delay: adder cells
- WL met3: 138 um
- Post-CTS setup buffers: 0
- First-pass GRT wire length: about 680 um
- Critical path origin: c_in
- DR WL/cell: a little under 6 um
- Row count: 21
- Most frequent cells in the layout: clkdlybuf4s50_1 (13), inv_1 (5), inv_2 (5)
- CP Depth: 10
- Max-Cap Viols: 0
- Setup TNS: 0 ns
- Clock power share: 0
- F_max: roughly 280 MHz
- CP endpoint kind: primary output
- Leak: ~0.15 nW
- Max IR drop VDD: about 0.03 mV
- Fin crit share: 0.939
- Gr usage total: 0.0130
- # IOs: 17
- Yosys warnings: 0
- Seq pwr share: 0
- Initial antenna violation count: 0
- Top sig layer: met3
- Fin. max-slew vios: 0
- Vias/cell: about 1.9
- Core ar.: ~3400 um^2
- Slew HR: 0.935
- Final Cell Area: about 350 um^2
- Area after DPL: approximately 350 um^2
- Post-DP HPWL: roughly 450 um
- 1st-iter DRT viols: 0
- ANT cells: 0
- Setup crit start kind: input port
- Crit-path cells: dlygate4sd2_1 -> inv_2 -> fa_2 -> inv_2 -> fa_2 -> fa_2 -> inv_2 -> fa_1 -> inv_1 -> clkdlybuf4s50_1
- # Cells Yosys: 22
- Syn avg cell area: around 8 um^2
- Hold depth: 5
- Synthesized area: between 150 and 200 um^2
- Register area: 0 um^2
- Largest net degree at the start of global routing: 3
- Net Sw Power: about 0.000012 W
- RSZ-0062 raised after global routing: false
- Pwr dens: approximately 120 nW/um^2
- Init Core Util: 0.0520
- Slowest CP cell: clkdlybuf4s50_1
- ANT nets after route: 0
- Most frequent logic cell in the layout: clkdlybuf4s50_1
- CP Class: input port to primary output
- Die Size: 6400 um^2
- Vias in the first global route: ~170
- OpenROAD warnings: 32
- Slowest cell delay on critical path: roughly 0.46 ns
- Arrival time at the worst endpoint: between 2 and 3 ns
- # clk buffers: 0
- Gpl congestion: roughly 0.78
- FILL cells: approximately 400
- Drt pass-1 iters: 1
- Post-synth cell types: 3
- Max FO, Critical Path: 2
- DR vias: about 150
- Yosys chip area: ~180 um^2
- WL met1: a little over 200 um
- Worst EP required: around 3.0 ns
- Int Power: ~0.00003 W
- Hold Crit Class: input port to primary output
- Grt total ovfl: 0
- Sw Share: 0.286
- Seq cells: 0
- Share of cells above drive strength 1: 0.258
- Setup violators final: 0
- Die height: approximately 80 um
- Number of buffers and inverters on the critical path: 6
- Comb area: around 88 um^2
- Final period demand of the worst path: ~3.6 ns
- Sequential element share of the synthesized area: 0
- Die width: about 80 um
- DRT Wirelength: about 460 um
- Gate Count Post-Synth: 22
- DRC errors left: 0
- Area delta synth->final: 95.8%
- Worst hold start: b[3]
-- cell type report --
cell class,count,area share
Multi-Input combinational cell,4,0.252
Inverter,10,0.108
Tap cell,46,0.165
Timing Repair Buffer,17,0.475
-- routing by layer --
metal / vias up / global-route usage
met1: 64 / 0.0161
met5: - / 0
met4: 0 / 0
li1: 66 / -
met3: 0 / 0.0148
met2: 16 / 0.0152
-- what timing repair did --
action	4_1_cts	5_1_grt
resized	12	0
hold buffers	0	0
endpoints found under the setup margin	2	0
-- logic make-up (layout without fill, tap and decap cells) --
kind of cell             after synthesis  after routing  share of synthesized area
adder cells (fa/ha/maj)                4              4                      0.451
buffers and inverters                 18             27                      0.549
-- power groups by stage --
stage,combinational [W],clock (W),sequential (W)
after CTS,0.0000438,0,0
after global routing,0.0000491,0,0
final,0.0000420,0,0
-- Yosys cell counts, drive strengths merged --
master / number / share of area
buf: 8 / 0.34
fa: 4 / 0.45
inv: 10 / 0.21
-- path summary, 6_finish.rpt --
path / slack [ns] / end
min: 2.41 / s[3]
max: 0.23 / c_out[3]
-- metrics by stage --
| stage | util | hold WS (ns) | setup slack, ns | power, W | std cells |
|---|---|---|---|---|---|
| 2_1_floorplan | - | 1.74 | 0.641 | 0.0000234 | 22 |
| 3_3_place_gp | 0.101 | 2.56 | -0.283 | 0.0000437 | 77 |
| 3_5_place_dp | 0.101 | 2.57 | -0.312 | 0.0000442 | 77 |
| 4_1_cts | 0.102 | 2.42 | 0.198 | 0.0000438 | 77 |
| 5_1_grt | 0.102 | 2.46 | 0.114 | 0.0000491 | 77 |
| 6_report | 0.102 | 2.41 | 0.232 | 0.0000420 | 77 |
Power and IR drop assume default switching activity.
