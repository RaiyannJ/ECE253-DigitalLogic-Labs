`design.v`:
```
module hex_decoder(input logic [3:0] c, output logic [6:0] display);
		assign display[0] = (c[3]&~c[2]&c[1]&c[0])|(~c[3]&c[2]&~c[1]&~c[0])|(c[3]&c[2]&~c[1]&c[0])|(~c[3]&~c[2]&~c[1]&c[0]);
              assign display[1] = (~c[3]&c[2]&c[1]&~c[0])|(c[3]&c[2]&c[1]&~c[0])|(~c[3]&c[2]&~c[1]&c[0])|(c[3]&c[2]&~c[1]&~c[0])|(c[3]&c[2]&c[1]&~c[0])|(c[3]&c[2]&c[1]&c[0])|(c[3]&~c[2]&c[1]&c[0]);
              assign display[2] =(c[3]&c[2]&c[1]&c[0])|(~c[3]&~c[2]&c[1]&~c[0])|(c[3]&c[2]&~c[1]&~c[0])|(c[3]&c[2]&c[1]&~c[0]);
              assign display[3] =(c[3]&~c[2]&c[1]&~c[0])|(~c[3]&~c[2]&~c[1]&c[0])|(~c[3]&c[2]&~c[1]&~c[0])|(c[3]&c[2]&c[1]&c[0])|(~c[3]&c[2]&c[1]&c[0]);
              assign display[4] =(~c[3]&~c[2]&c[1]&c[0])|(~c[3]&~c[2]&~c[1]&c[0])|(~c[3]&c[2]&~c[1]&~c[0])|(~c[3]&c[2]&~c[1]&c[0])|(~c[3]&c[2]&c[1]&c[0])|(c[3]&~c[2]&~c[1]&c[0]);
              assign display[5] =(~c[3]&c[2]&c[1]&c[0])|(c[3]&c[2]&~c[1]&c[0])|(~c[3]&~c[2]&c[1]&~c[0])|(~c[3]&~c[2]&~c[1]&c[0])|(~c[3]&~c[2]&c[1]&c[0]);
              assign display[6] =(~c[3]&~c[2]&~c[1]&~c[0])|(~c[3]&~c[2]&~c[1]&c[0])|(~c[3]&c[2]&c[1]&c[0])|(c[3]&c[2]&~c[1]&~c[0]);
endmodule
```
`constraint.sdc`:
```
current_design hex_decoder

set clk_period 1.5
set clk_io_pct 0.2

create_clock -name clk0 -period $clk_period

set non_clock_inputs [all_inputs -no_clocks]
set_input_delay [expr $clk_period * $clk_io_pct] -clock clk0 $non_clock_inputs
set_output_delay [expr $clk_period * $clk_io_pct] -clock clk0 [all_outputs]
```
`run.sh`:
```
#!/bin/bash
# OpenROAD 26Q1-2900-gdf79404cd8, Yosys 0.63+post, stock flow scripts
make -C /OpenROAD-flow-scripts/flow DESIGN_CONFIG=/design/flow/config.mk WORK_HOME=/design/flow/orfs finish
```
`config.mk`:
```
export PLATFORM = sky130hd
export DESIGN_NAME = hex_decoder
export DESIGN_NICKNAME = hex_decoder
export VERILOG_FILES = /design/flow/design.v
export SDC_FILE = /design/flow/constraint.sdc
export NUM_CORES = 4
export LEC_CHECK = 1
export CORE_AREA = 10 10 70 70
export DIE_AREA = 0 0 80 80
```
==> changes_impl.md <==
## Implementation

- Final Cycle Share: 0.954
- Max-cap violations: 0
- Min Hold Slack: 0.932 ns
- Clkbuf count: 0
- Met3 usage: 0.00227
- Place WS: -0.674 ns
- DRC viols: 0
- DR WL/cell: 9.57 um
- Buffers & Inverters on Critical Path: 3
- Synth Seq Share: 0
- Slowest cell on the critical path: nor3b_4
- Status: finished, final reports clean
- Detailed Place HPWL: 634 um
- GRT Util Overall: 0.0275
- Final setup fails: 0
- Pwr/cell area: 260 mW/mm^2
- CP max stage delay: 0.21 ns
- DR vias/cell: 3.26
- Total Power: 0.126 mW
- WHS Path Cells: 3
- Worst Path Required: 1.20 ns
- Fin crit period: 1.43 ns
- Startpoint Class: input port
- Hold bufs inserted after CTS: 0
- Fillers: 391
- Total stage count of the critical path: 6
- Fmax: 699 MHz
- Floorplan core density: 0.0645
- Critical Path, Cell by Cell: buf_4, nor3b_4, buf_4, a211oi_2, a21oi_1, clkbuf_2
- Starting DRT DRC Count: 31
- GR Layer Usage met2: 0.0449
- Vias in the first global route: 287
- Util after Layout: 0.142
- Die width: 80 um
- Final wirelength: 947 um
- Number of cells in Yosys stat: 33
- Dpl cell area: 412 um^2
- Max-slew violations: 0
- Crit-path max FO: 5
- # IOs: 11
- CP Capture Type: output pin
- Gpl congestion: 0.608
- Sequential Area: 0 um^2
- Cells after synthesis: 33
- Worst setup endpoint: display[3]
- Actual slew at the worst max-slew pin: 0.214 ns
- Log Warnings: 33
- Avg Cell Area, Syn: 6.67 um^2
- Synth unique cells: 21
- Global-route wire length before repair: 1.52 mm
- CP arrival: 1.13 ns
- Commonest Layout Cell: buf_4
- Worst VDD drop: 43.3 uV
- Post-route setup slack: 0.0697 ns
- Critical path launch point: c[3]
- Core Region: 0.00342 mm^2
- Rows: 21
- Largest net degree at the start of global routing: 8
- Lkg Pwr: 0.214 nW
- Antenna viol nets, final: 0
- CP Class: in -> out
- Die area: 0.00640 mm^2
- Busiest layer in global routing: met2
- Design Area, Final: 485 um^2
- Mapped Area: 220 um^2
- Share of cells above drive strength 1: 0.528
- Grt met1 use: 0.0402
- # diodes: 0
- Final Hold Viols: 0
- Number of I/O port buffers: 11
- Hold_sp: c[0]
- Delay-heaviest family, CP: buffers and inverters
- Seq cells: 0
- Vias: 323
- Initial antenna violation count: 0
- Yosys Chip Area: 220 um^2
- Slew headroom: 0.857
- Worst min-delay path class: in -> out
- Most numerous logic cells after layout: buf_4, buf_6, a21oi_1, o21ai_1, buf_2
- Die y size: 80 um
- Drt pass-1 iters: 4
- Remaining Overflow, GRT: 0
- Yosys warning count: 0
- Synthesis-to-layout area growth: 120%
- Cell mode on critical path: buf_4
==> report_power, final <==
group | internal (mW) | total, mW | switching, mW
logic | 0.0715 | 0.126 | 0.0550
clock network | 0 | 0 | 0
registers | 0 | 0 | 0
==> synthesized netlist by cell type <==
cell type | count | area share
mux2i_1 | 2 | 0.091
nand4b_1 | 1 | 0.040
xnor2_1 | 1 | 0.040
nor3_1 | 1 | 0.023
nor4b_2 | 1 | 0.068
buf_2 | 2 | 0.045
buf_6 | 1 | 0.051
a211oi_1 | 1 | 0.034
nor2b_2 | 1 | 0.040
nand3_1 | 3 | 0.068
a21o_1 | 1 | 0.034
nor2b_1 | 1 | 0.028
buf_4 | 2 | 0.068
nand2b_1 | 1 | 0.028
a31oi_1 | 1 | 0.028
nand2_1 | 2 | 0.034
a21oi_1 | 5 | 0.11
nor3b_2 | 1 | 0.057
o21ai_0 | 2 | 0.045
o21ai_1 | 2 | 0.045
nor2_1 | 1 | 0.017
==> through the flow <==
step                setup TNS (ns)  cells
CTS                         -0.162    100
global placement             -4.30     93
detailed placement           -4.46     93
floorplan                        0     33
finish                           0     99
global route              -0.00412     99
==> cell families (layout without fill, tap and decap cells) <==
group	Yosys count	count (layout)	synth area share
AND-OR/OR-AND	12	12	0.301
XOR/XNOR	1	1	0.0398
buffers and inverters	5	25	0.165
multiplexers	2	2	0.0909
AND/OR/NAND/NOR	13	13	0.403
==> cell type report <==
class / count / area [um^2] / share of cell area
tap: 46 / 57.6 / 0.119
multi-input combinational: 28 / 224 / 0.461
timing repair buffer: 25 / 204 / 0.420
==> how the worst min path moves through the flow <==
| stage | end | slack (ns) |
|---|---|---|
| finish | display[2] | 0.93 |
| CTS | display[2] | 0.93 |
| global route | display[2] | 0.97 |
==> per-layer routing <==
layer,vias to the layer above,routed length (um)
li1,161,-
met3,0,38
met5,-,0
met1,155,463
met4,0,0
met2,7,445
==> repair_timing <==
action / in CTS / in global routing
pin swaps: 4 / 4
buffers inserted: 6 / 0
gates resized: 46 / 8
setup endpoints to repair: 7 / 5
cloned: 1 / 0
Power figures rest on the tool's default switching activity, not on a simulated workload.
