**/design/flow/config.mk**
```make
export PLATFORM = sky130hd
export DESIGN_NAME = part2
export DESIGN_NICKNAME = part2
export VERILOG_FILES = /design/flow/design.v
export SDC_FILE = /design/flow/constraint.sdc
export NUM_CORES = 4
export LEC_CHECK = 1
export CORE_AREA = 10 10 85 85
export DIE_AREA = 0 0 95 95
```
**/design/flow/constraint.sdc**
```tcl
current_design part2

set clk_period 3.0
set clk_io_pct 0.2

create_clock -name clk0 -period $clk_period [get_ports {Clock}]

set non_clock_inputs [all_inputs -no_clocks]
set_input_delay [expr $clk_period * $clk_io_pct] -clock clk0 $non_clock_inputs
set_output_delay [expr $clk_period * $clk_io_pct] -clock clk0 [all_outputs]
```
**/design/flow/design.v**
```verilog
module part2(Clock, Reset_b, Data, Function, ALUout);
	input logic Clock;
	input logic Reset_b;
	input logic [3:0] Data;
	input logic [1:0] Function;
	output logic [7:0] ALUout;
	logic [7:0] q;
	always_ff @(posedge Clock)
	begin
		if (Reset_b)
			ALUout<= 8'b0;
		else
			ALUout <= q;
	end
	always_comb
	begin
		case(Function)
			2'b00: q = Data[3:0]+ALUout[3:0];
			2'b01: q = Data[3:0]*ALUout[3:0];
			2'b10: q = ALUout[3:0] <<< Data[3:0];
			2'b11: q = ALUout;
		endcase
	end
endmodule
```
**/design/flow/run.sh**
```bash
#!/bin/bash
# OpenROAD 26Q1-2900-gdf79404cd8, Yosys 0.63+post, stock flow scripts
make -C /OpenROAD-flow-scripts/flow DESIGN_CONFIG=/design/flow/config.mk WORK_HOME=/design/flow/orfs finish
```
==> metrics.json <==
{
  "grt_pass1_vias": 1069,
  "switching_power_mw": 0.157,
  "design_power_total_mw": 0.468,
  "final_tally_of_setup_violations": 0,
  "synthAoiAreaFrac_pct": 21.3,
  "logic_family": "adder cells",
  "type_of_element_capturing_the_critical_path": "register",
  "power_density_nw_per_um2": 301,
  "floorplan.die_area_um2": 9030,
  "post-route-drc-count": 0,
  "power.leakage_nw": 0.695,
  "layout-drive-gt1-share_pct": 23.5,
  "ant_nets": 0,
  "ys_cells": 136,
  "design.portCount": 16,
  "critPathMaxFanout": 3,
  "worstPathRequired_ps": 3100,
  "least_margin_pin_slew_ps": 419,
  "grt_start_max_net_pins": 14,
  "post_synth_fa_ha_maj_area_fraction_pct": 30.6,
  "antennaDiodeCount": 0,
  "worst_path_buffer_plus_inverter_count": 2,
  "slew_headroom_pct": 72.0,
  "cts_max_path_buffers": 2,
  "area_delta_synth_final_pct": 35.7,
  "drt_iter0_drc": 35,
  "number_of_antenna_violations_at_the_first_check_in_global_routing": 0,
  "hold_viol": 0,
  "p_int_mw": 0.311,
  "postLayoutCellArea_um2": 1560,
  "clock.latency.late_pin_ps": 230,
  "initial_utilization_pct": 20.9,
  "max-cap-violations": 0,
  "yosys.area_share.simple_pct": 17.8,
  "cts_tree": "built",
  "ys.warnings.count": 1,
  "chipHeight_um": 95,
  "die_x_um": 95,
  "mux_area_share_pct": 5.57,
  "xor_share_pct": 3.82,
  "cts_hold_buffers": 0,
  "routedWlPerCell_um": 12.7,
  "fraction_of_registers_with_async_set_or_reset_after_synthesis_pct": 0,
  "finalWeightedCongestion": 0.905,
  "largest_reg_flops": 8,
  "worst-setup-path-type": "in -> reg",
  "synthesis.area_um2": 1150,
  "rsz_0062_raised_after_global_routing": "false",
  "power_frac_comb_pct": 46.3,
  "synth-edff-count": 0,
  "place.port_buffers": 15,
  "grt_pass1_wl_um": 5270,
  "grt.total_usage_pct": 7.21,
  "prevailing_post_synth_register_cell": "sky130_fd_sc_hd__dfxtp_1",
  "dp.final_hpwl_um": 2450,
  "fillers": 585,
  "synthDistinctLibCells": 39,
  "cts.reportedPaths.clkPinSlew_ps": 40,
  "drt_pass_1_iters": 4,
  "synth-seq-cells": 8,
  "seq_power_share_pct": 26.1,
  "cts_root_buffer": "sky130_fd_sc_hd__clkbuf_8",
  "synth_area_per_cell_um2": 8.43,
  "fin_setup_tns_ps": 0,
  "post_synth_inst_count": 136,
  "postCtsSetupRepairBufs": 0,
  "reg_top3": "ALUout (8)",
  "fin_crit_sh_pct": 95.2,
  "vias": 1037,
  "vias_per_cell": 4.43,
  "crit_top_cell": "sky130_fd_sc_hd__fa_1",
  "yosysChipArea_um2": 1150,
  "numCtsBuffers": 3,
  "post_route_utilization_pct": 28.4,
  "switching_share_pct": 33.5,
  "registers.top_by_ff_count": "ALUout",
  "worst_path_max_delay_cell": "sky130_fd_sc_hd__fa_1",
  "critical_path.max_stage_delay_ps": 480,
  "synth.yosys.seq_area_share_pct": 14.0,
  "max-vdd-ir-drop_mv": 0.139,
  "log.warning_count": 28,
  "worst_setup_path_start_kind": "input pin",
  "floorplan.core_area_um2": 5470,
  "maxSlewViolCount": 0,
  "layout.area.comb_um2": 963,
  "ff_latch_area_um2": 160,
  "final_cells": 234,
  "detail_route.wirelength_um": 2980,
  "status": "finished clean",
  "clkSinkCount": 8,
  "dpl.cell_count": 231,
  "finClkSkew_ps": 1.40,
  "placed_cell_area_um2": 1470,
  "finalCriticalPeriod_ps": 2860,
  "max_freq_ghz": 0.350,
  "gr-total-overflow": 0,
  "arrival_ps": 2950,
  "placementRows": 27,
  "share_clk_of_total_power_pct": 27.6,
  "critical_path.cell_chain": "dlygate4sd2_1 -> nand2_1 -> fa_1 -> inv_1 -> fa_1 -> ha_1 -> a21o_1 -> a21oi_4 -> xnor2_2 -> a221oi_2 -> a211oi_2",
  "hold_path.class": "reg -> reg",
  "htreeDepth": 1,
  "cell_type_group_with_the_largest_total_delay_on_the_critical_path": "adder cells"
}
final timing paths:
check	start	slack [ps]	cells after the start	end
min	ALUout[5]$_SDFFE_PP0P_	530	2	ALUout[5]$_SDFFE_PP0P_
max reg2reg	ALUout[3]$_SDFFE_PP0P_	340	10	ALUout[5]$_SDFFE_PP0P_
max	Data[2]	140	11	ALUout[5]$_SDFFE_PP0P_
min reg2reg	ALUout[5]$_SDFFE_PP0P_	530	2	ALUout[5]$_SDFFE_PP0P_
metal layers:
| layer | wire length, µm | GRT usage (%) | up-vias |
|---|---|---|---|
| met4 | 14 | 0.374 | 0 |
| met3 | 208 | 1.60 | 2 |
| li1 | - | - | 534 |
| met2 | 1280 | 11.4 | 30 |
| met1 | 1470 | 10.3 | 471 |
| met5 | 0 | 0 | - |
area by class of cell:
| type | instances | area share (%) |
|---|---|---|
| sequential | 8 | 10.3 |
| tap | 72 | 5.79 |
| timing repair buffer | 29 | 15.9 |
| clock buffer | 3 | 2.65 |
| multi-input combinational | 108 | 61.9 |
| inverter | 14 | 3.38 |
power by group through the flow:
stage	clock (mW)	combinational, mW	sequential [mW]
CTS	0.134	0.204	0.122
global route	0.142	0.245	0.123
finish	0.129	0.217	0.122
worst register-to-register path, stage by stage (launching register included):
cell and delay (ps):
sky130_fd_sc_hd__dfxtp_1 340, sky130_fd_sc_hd__nand2_2 70, sky130_fd_sc_hd__fa_1 530, sky130_fd_sc_hd__inv_1 50, sky130_fd_sc_hd__fa_1 460, sky130_fd_sc_hd__ha_1 310, sky130_fd_sc_hd__a21o_1 180, sky130_fd_sc_hd__a21oi_4 190
sky130_fd_sc_hd__xnor2_2 80, sky130_fd_sc_hd__a221oi_2 250, sky130_fd_sc_hd__a211oi_2 70
synthesized netlist by cell type, types with 2 or more instances:
| library cell | n | area, µm² |
|---|---|---|
| sky130_fd_sc_hd__ha_1 | 20 | 250 |
| sky130_fd_sc_hd__a21oi_1 | 13 | 65.1 |
| sky130_fd_sc_hd__inv_1 | 13 | 48.8 |
| sky130_fd_sc_hd__nand2_1 | 11 | 41.3 |
| sky130_fd_sc_hd__and2_1 | 8 | 50.1 |
| sky130_fd_sc_hd__dfxtp_1 | 8 | 160 |
| sky130_fd_sc_hd__fa_1 | 5 | 100 |
| sky130_fd_sc_hd__o21ai_0 | 5 | 25.0 |
| sky130_fd_sc_hd__clkbuf_1 | 4 | 15.0 |
| sky130_fd_sc_hd__a21o_1 | 3 | 22.5 |
| sky130_fd_sc_hd__a221oi_1 | 3 | 26.3 |
| sky130_fd_sc_hd__mux2_2 | 3 | 33.8 |
| sky130_fd_sc_hd__mux2i_1 | 3 | 30.0 |
| sky130_fd_sc_hd__nor2_1 | 3 | 11.3 |
| sky130_fd_sc_hd__nor3_1 | 3 | 15.0 |
| sky130_fd_sc_hd__xor2_1 | 3 | 26.3 |
| sky130_fd_sc_hd__a211oi_1 | 2 | 15.0 |
| sky130_fd_sc_hd__nand2b_1 | 2 | 12.5 |
| sky130_fd_sc_hd__nand3b_1 | 2 | 15.0 |
| sky130_fd_sc_hd__nor3b_1 | 2 | 15.0 |
| sky130_fd_sc_hd__xnor2_1 | 2 | 17.5 |
through the flow:
stage / setup WS, ps / hold WS (ps)
after detailed placement: -486 / 524
after CTS: 37.6 / 531
after floorplan: 25.5 / 466
after global placement: -495 / 515
final: 144 / 527
after global routing: 0.101 / 546
logic make-up (layout without fill, tap and decap cells):
group,after synthesis,count (layout)
multiplexers,6,6
flip-flops,8,8
AND/OR/NAND/NOR,37,37
buffers and inverters,20,46
AND-OR/OR-AND,35,35
XOR/XNOR,5,5
adder cells (fa/ha/maj),25,25
cells in the final DEF, fill, tap and decap left out, types with 2 or more instances in the layout:
cell type                         Yosys  layout
sky130_fd_sc_hd__nand2_1             11       9
sky130_fd_sc_hd__ha_1                20      18
sky130_fd_sc_hd__and2_1               8       8
sky130_fd_sc_hd__clkbuf_8             0       3
sky130_fd_sc_hd__xor2_1               3       3
sky130_fd_sc_hd__fa_1                 5       4
sky130_fd_sc_hd__nor3_1               3       3
sky130_fd_sc_hd__buf_4                1      13
sky130_fd_sc_hd__clkbuf_2             0       2
sky130_fd_sc_hd__mux2_2               3       3
sky130_fd_sc_hd__o21ai_0              5       4
sky130_fd_sc_hd__nand2b_1             2       2
sky130_fd_sc_hd__a21o_1               3       3
sky130_fd_sc_hd__dfxtp_1              8       8
sky130_fd_sc_hd__inv_1               13      13
sky130_fd_sc_hd__nor3b_1              2       2
sky130_fd_sc_hd__a221oi_2             1       2
sky130_fd_sc_hd__clkdlybuf4s50_1      0      12
sky130_fd_sc_hd__a211oi_1             2       2
sky130_fd_sc_hd__nor2_1               3       3
sky130_fd_sc_hd__mux2i_1              3       3
sky130_fd_sc_hd__nand2_2              0       2
sky130_fd_sc_hd__a21oi_1             13      11
sky130_fd_sc_hd__nand3b_1             2       2
sky130_fd_sc_hd__a221oi_1             3       2
timing repair:
item,in CTS,in global routing
pin swaps,11,9
gates resized,5,14
endpoints found under the setup margin,5,4
No activity file was given, so power comes from the tool's default toggle rates.
